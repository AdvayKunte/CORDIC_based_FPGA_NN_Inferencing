$ cat flow/config.mk
export PLATFORM = sky130hd
export DESIGN_NAME = master_controlpath
export DESIGN_NICKNAME = master_controlpath
export VERILOG_FILES = /design/flow/design.v
export SDC_FILE = /design/flow/constraint.sdc
export NUM_CORES = 4
export LEC_CHECK = 1
export CORE_UTILIZATION = 50
$ cat flow/constraint.sdc
current_design master_controlpath

set clk_period 7.7
set clk_io_pct 0.2

create_clock -name clk0 -period $clk_period [get_ports {clk}]

set non_clock_inputs [all_inputs -no_clocks]
set_input_delay [expr $clk_period * $clk_io_pct] -clock clk0 $non_clock_inputs
set_output_delay [expr $clk_period * $clk_io_pct] -clock clk0 [all_outputs]
$ cat flow/design.v
`timescale 1ns / 1ps
module master_controlpath(
input clk , start,
input [5:0] no_layers ,nl1,nl2,nl3,nl4,nl5,
output reg weight_en , bias_en , compute_en , af_en,
output reg output_shft_en , output_wr_en, output_sel, bias_sel,
output reg tot_complete,
output reg [5:0] n , i,n_in
);
reg [31:0] clk_iterations;   
wire [5:0]   ninl [4:0] ;
assign ninl[0]=nl1;
assign ninl[1]=nl2;
assign ninl[2]=nl3;
assign ninl[3]=nl4;
assign ninl[4]=nl5;  
wire [5:0] na [4:0] ;
assign na[0] = nl1;
assign na[1] = nl1;
assign na[2] = nl2;
assign na[3] = nl3;
assign na[4] = nl4;
reg [1:0] state;
always @ (posedge clk) begin
clk_iterations = clk_iterations + 1;
if(start) begin
    state = 0;
    clk_iterations = 0; 
    n =0; 
    i = 0;
    weight_en = 0;
    bias_en = 0;
    tot_complete = 0;
    compute_en  =0;
    af_en =0;
    output_wr_en = 0;
    output_shft_en = 0;
end
case(state) 
    2'b00:  begin
                 if(output_shft_en) begin
                    output_shft_en = 0;
                 end
                  weight_en = 1;
                   bias_en = 1;
              if(i==0) begin
                    bias_sel = 0;
                end
                else begin
                    bias_sel =1 ;
                end
            if(ninl[n] != 1) begin
                if(clk_iterations == (ninl[n]+3)) begin
                    weight_en = 0;
                    bias_en = 0;
                    compute_en =0 ;
                    af_en = 0;
                    state = state + 1;
                    clk_iterations = 0;
                    if(n == 0) begin 
                        output_sel = 0;
                    end
                    else if (n !=0) begin
                        output_sel = 1;
                    end
                end 
            end
            else  begin
                if(clk_iterations == (ninl[n]+1)) begin
                    weight_en = 0;
                    bias_en = 0;
                    compute_en =0 ;
                    af_en = 0;
                    state = state + 1;
                    clk_iterations = 0;
                    if(n == 0) begin 
                        output_sel = 0;
                    end
                    else if (n !=0) begin
                        output_sel = 1;
                    end
                end 
            end 
    end
    2'b01:  begin
            compute_en = 1;
            if(i != (na[n]-1)) begin
                if(clk_iterations == 0) begin
                    af_en = 0;
                end
                if(clk_iterations == 10) begin 
                    compute_en = 0;
                    af_en = 0;   
                    if(n != 0) begin 
                        output_shft_en = 1;
                    end 
                    state = 0;
                   weight_en = 1;
                   bias_en = 1;
                    i = i+1;
                    clk_iterations = 0;
                end
            end
            else if (i == (na[n]-1)) begin
                if(clk_iterations == 32) begin 
                    compute_en = 0;
                    af_en = 0;    
                    state = state + 1;
                    clk_iterations = 0;
                    output_wr_en = 1;
                end
                else begin
                    compute_en = 1;
                    af_en = 1;
                end
            end
    end
    2'b10: begin
        if(output_wr_en) begin
            output_wr_en =0;
        end
        compute_en = 0;
        n = n+1 ;
        if(n == no_layers+1) begin 
            state = state + 1;
        end 
        else begin
            state=0; 
            clk_iterations = 0; 
            i =0;  
            weight_en = 1;
            bias_en = 1;    
        end
    end
    2'b11: begin
        tot_complete = 1;
    end
endcase
end
endmodule
$ cat flow/run.sh
#!/bin/bash
# OpenROAD 26Q1-2900-gdf79404cd8, Yosys 0.63+post, stock flow scripts
make -C /OpenROAD-flow-scripts/flow DESIGN_CONFIG=/design/flow/config.mk WORK_HOME=/design/flow/orfs finish
==> flow_summary_export.csv <==
group,metric,value,unit
clock_network,htreeDepth,2,
logic_synthesis,top_cells_by_area,"dfxtp_1 21%, xnor2_1 6.1%, xor2_1 5.2%, a211oi_1 4.3%, ha_1 3.3%",
grt,grt_pass1_wl,20200,um
critical_path,crit_path_end_kind,"flip-flop",
clock_network,path_clk_slew,0.10,ns
critical_path,required,7.86,ns
final_timing,fin_worst_skew,0.0142,ns
clock_network,clock_path_buffers,2,
floorplanning,die_h,101,um
critical_path,worstSetupPathType,"primary input to flip-flop",
logic_synthesis,synth-area-yosys,4870,um^2
routing,insertedDiodeCount,0,
grt,grt.overflow.total,0,
final_timing,worst_pin_slew,0.801,ns
clock_network,cts_hold_buffers,0,
final_timing,max_freq,180,MHz
floorplanning,die_area,10100,um^2
power,ir_drop,127,uV
routing,drt_wl_total,12600,um
worst_hold_path,hold_path_class,"flip-flop to flip-flop",
logic_synthesis,syn_area,4870,um^2
routing,wl_per_cell,16.7,um
final_timing,slew_viol_final,0,
routing,drc,0,
clock_network,post_cts_buffers,0,
job,maxCapViolCount,0,
routing,via_per_inst,6.04,
grt,grt_start_max_net_pins,67,
run_status,status,"finished clean",
clock_network,clock-sinks,55,
place,placed_area,5440,um^2
final_timing,rsz0062_at_grt,"no",
clock_network,clk_latency,0.32,ns
critical_path,crit_slowest_cell,"o21ai_2",
final_timing,finalSetupTns,0,ns
floorplanning,die_w,101,um
logic_synthesis,flop_cell,"dfxtp_1",
routing,first_iter_violations,223,
clock_network,numCtsBuffers,5,
critical_path,cp_max_fo,22,
logic_synthesis,ys_cells,596,
power,p_leak,1.86,nW
critical_path,crit_buf_inv,4,
power,powerDensity,160,nW/um^2
final_timing,finalCritPeriodShare,72.1,%
floorplanning,io_pins,65,
logic_synthesis,synth.top_cell.area_share,21.4,%
place,dp.cells,749,
floorplanning,coreArea,9330,um^2
critical_path,cp.arrival,5.72,ns
place,gp_congestion,0.961,
final_layout,layout-drive-gt1-share,8.44,%
final_timing,setup_violations,0,
routing,firstDrtPassIters,4,
clock_network,cts_tree,"yes",
final_layout,instances_no_fill,757,
final_timing,hold_violations,0,
routing,vias,4571,
logic_synthesis,syn-instance-count,596,
critical_path,path_cells,"buf_2, inv_1, buf_4, nand2_1, ha_1, a32o_1, a221oi_1, xor2_1, o21bai_1, a311oi_1, and2_4, a21oi_4, o21ai_2, buf_4, a2111oi_1",
place,dp_hpwl,9140,um
place,portBuffers,58,
logic_synthesis,largest_area_cell,"dfxtp_1",
final_layout,nFillCells,886,
logic_synthesis,numSynthFlops,55,
final_layout,final_area,5550,um^2
grt,grt_usage,25.5,%
clock_network,cts-root-buf,"clkbuf_8",
logic_synthesis,yosys_warnings,7,
logic_synthesis,synth_area_per_cell,8.17,um^2
critical_path,critPathTopFamily,"AND-OR/OR-AND gates",
floorplanning,rows,35,
final_layout,area_growth,13.9,%
final_timing,slew_headroom,46.5,%
floorplanning,fp_util,52.2,%
critical_path,max_stage_delay,0.64,ns
logic_synthesis,async_flop_share,0,%
clock_network,cts_resized,0,
logic_synthesis,ys_seq_share,23.2,%
critical_path,crit_top_cell,"buf_4",
logic_synthesis,edf_count,3,
job,warnings,31,
routing,drtAntennaViolNets,0,
grt,antenna_found_initial,0,
critical_path,critPathLaunchType,"primary input",
logic_synthesis,ys_types,87,
final_layout,utilization,59.5,%
final_timing,min_period,5.55,ns
grt,grt_pass1_vias,4002,
==> cell usage after synthesis (all sizes together), types with 7 or more instances <==
cell	number
nor4	9
buf	30
a22oi	7
a31oi	10
nor2	36
ha	13
nor3b	7
a21oi	19
clkbuf	17
nand3	23
a221oi	7
inv	16
o21ai	19
or3	7
nor2b	11
and2	10
nor3	21
nand4	21
o211ai	9
and4	10
dfxtp	52
a211oi	28
xor2	30
and3	14
xnor2	34
nand2	43
==> flip-flops by register name, indices dropped and copies added (netlist names), 2 cells and up <==
name,flops
clk_iterations,32
i,6
n,6
state,2
==> cells by family after synthesis <==
family | synth area share (%)
and+or+nand+nor | 29.4
adders and majority gates | 3.34
DFF | 23.2
muxes | 1.31
xor gates and xnor gates | 11.7
other | 0.0770
buffers and inverters | 6.34
AOI/OAI and AO/OA | 24.6
==> worst min-delay path, delay by kind of cell, from the launching register on <==
family           cells  cell delay (ns)
flip-flops           1             0.33
AND/OR/NAND/NOR      1             0.05
AND-OR/OR-AND        1             0.05
==> area by class of cell <==
class                      instances  area (um^2)  area share (%)
sequential                        55         1130            20.4
tap                              129          161            2.91
timing repair buffer              66          636            11.5
multi-input combinational        483         3450            62.3
inverter                          16         60.1            1.08
clock buffer                       7         97.6            1.76
clock inverter                     1         8.76           0.158
==> placed cells by master, fill, tap and decap left out, types with 11 or more instances in the layout <==
| cell type | Yosys | layout |
|---|---|---|
| a211oi_1 | 28 | 28 |
| a21oi_1 | 15 | 15 |
| and3_1 | 14 | 14 |
| clkdlybuf4s50_1 | 0 | 57 |
| dfxtp_1 | 52 | 52 |
| ha_1 | 13 | 13 |
| inv_1 | 16 | 16 |
| nand2_1 | 42 | 42 |
| nand3_1 | 21 | 21 |
| nand4_1 | 20 | 20 |
| nor2_1 | 36 | 36 |
| nor2b_1 | 11 | 11 |
| nor3_1 | 21 | 20 |
| o21ai_0 | 16 | 16 |
| xnor2_1 | 34 | 34 |
| xor2_1 | 29 | 29 |
==> where the power goes <==
part           internal, W  switching [W]
clock            0.0000856       0.000102
sequential        0.000308      0.0000148
combinational     0.000153       0.000226
==> routing by layer <==
| layer | track usage (%) | wire length [um] |
|---|---|---|
| met1 | 43.5 | 6540 |
| met2 | 35.0 | 5070 |
| met3 | 2.96 | 773 |
| met4 | 4.24 | 221 |
| met5 | 0 | 0 |
==> worst paths after layout <==
check / to / slack [ns] / depth (start not counted) / start
worst min register to register: weight_en / 0.47 / 2 / weight_en
worst min-delay path: weight_en / 0.47 / 2 / weight_en
worst max-delay path: clk_iterations[1] / 2.15 / 15 / start
worst max register to register: clk_iterations[1] / 3.04 / 12 / n[2]
==> through the flow <==
| stage | power, W | setup WS, ns | hold slack [ns] |
|---|---|---|---|
| floorplan | 0.000593 | 2.32 | 0.422 |
| finish | 0.000889 | 2.15 | 0.470 |
| CTS | 0.000893 | 2.21 | 0.473 |
| global route | 0.000942 | 1.88 | 0.480 |
| detailed placement | 0.000703 | 1.88 | 0.455 |
| global placement | 0.000703 | 1.97 | 0.444 |
Power is estimated from default activity; no workload was simulated.

### config.mk
export PLATFORM = sky130hd
export DESIGN_NAME = Neuron
export DESIGN_NICKNAME = Neuron
export VERILOG_FILES = /design/flow/design.v
export SDC_FILE = /design/flow/constraint.sdc
export NUM_CORES = 4
export LEC_CHECK = 1
export CORE_UTILIZATION = 30
### constraint.sdc
current_design Neuron

set clk_period 26.3
set clk_io_pct 0.2

create_clock -name clk0 -period $clk_period [get_ports {clk}]

set non_clock_inputs [all_inputs -no_clocks]
set_input_delay [expr $clk_period * $clk_io_pct] -clock clk0 $non_clock_inputs
set_output_delay [expr $clk_period * $clk_io_pct] -clock clk0 [all_outputs]
### run.sh
#!/bin/bash
# OpenROAD 26Q1-2900-gdf79404cd8, Yosys 0.63+post, stock flow scripts
make -C /OpenROAD-flow-scripts/flow DESIGN_CONFIG=/design/flow/config.mk WORK_HOME=/design/flow/orfs finish
### design.v
`timescale 1ns / 1ps
module latch#(parameter WIDTH=15)(
input [WIDTH:0] Xout,Yout,Zout,
input [3:0] i,
input clk,reset,
output reg [WIDTH:0] X_H,Y_H,Z_H,
input af_en);
always@(posedge clk) begin
    if(reset) begin
        X_H<=16'b0;
        Y_H<=16'b0;
        Z_H<=16'b0;
    end
    else if(i==10&af_en)begin
        X_H<=16'b0000010011010100;
        Y_H<=16'b0;
        Z_H<=Yout;
    end
end
endmodule
`timescale 1ns / 1ps
module mux #(parameter WIDTH = 15)(
input [WIDTH:0] a,b,
input sel,
output [WIDTH:0]out
);
assign out = sel?b:a;
endmodule
`timescale 1ns / 1ps
module recon#(parameter WIDTH = 15)(
input clk,reset,m,div,
input [WIDTH:0] Xo, Yo ,Zo,
output [WIDTH:0] Xout , Yout , Zout,
output [3:0] i
);
wire selmx,selmy,selmz;
wire [WIDTH:0] rom_out ;
recon_datapath dt(clk,m,div,Xo,Yo,Zo,selmx, selmy,selmz,Xout, Yout, Zout ,rom_out, i);
recon_controlpath ct(clk,reset,selmx,selmy,selmz,i);
rom rm(clk,m,i,rom_out);
endmodule
`timescale 1ns / 1ps
module recon_controlpath(
input clk,reset,
output reg selmx,selmy,selmz,
output reg [3:0]  i
);
reg start;
always @ (posedge clk) begin
    if(reset) begin 
        i <= 0;
        selmx <= 0;
        selmy <= 0;
        selmz <= 0; 
        start <= 1;
    end
    else if(start) begin
        if(i!=0) begin
        selmx <= 1;
        selmy <= 1;
        selmz <= 1; 
        end
        if(i != 10) begin
         i <= i+1;
        end
        else if (i==10) begin
            start <= 0;
            i <= 0;
            selmx <= 0;
            selmy <= 0;
            selmz <= 0; 
        end
    end
end
endmodule
`timescale 1ns / 1ps
module recon_datapath#(parameter WIDTH = 15)(
input clk,
input m,div,
input [WIDTH:0] Xo,Yo,Zo ,
input selmx,selmy,selmz,
output reg [WIDTH:0] Xout,Yout, Zout,
input [WIDTH:0] z_rom,
input [3:0] i
);
wire [WIDTH:0] x_mux, y_mux , z_mux;
mux m_x(Xo , Xout , selmx , x_mux);
mux m_y(Yo , Yout , selmy , y_mux);
mux m_z(Zo , Zout , selmz , z_mux);
reg [WIDTH:0] Xi , Yi , Zi;
wire di = div?(~y_mux[15]):z_mux[15];
always @ (negedge clk) begin 
if(i!=0) begin
    Xout = x_fout;
    Yout = y_asout;
    Zout = z_asout;
end
end
wire [WIDTH:0] x_sft, y_sft; 
shifter shftx(x_mux ,x_sft ,m, i);
shifter shfty(y_mux ,y_sft,m, i);
wire [WIDTH:0] x_asout, y_asout , z_asout; 
add_sub X_as(x_mux , y_sft ,di, x_asout);
add_sub Y_as(y_mux , x_sft ,di, y_asout);
add_sub Z_as(z_mux , z_rom ,~(di), z_asout);
wire [WIDTH:0] x_fout;
mux m_xout(x_mux, x_asout , m , x_fout);
endmodule
`timescale 1ns / 1ps
module Neuron#(parameter WIDTH=15)(
input [WIDTH:0] Xo,Yo,Zo,
input clk,reset,
output [WIDTH:0] Sin_H,Cos_H,Z,
output reset3,complete,
output [WIDTH:0] Yout,
input af_en
);
wire reset1,reset2;
wire [3:0] i1,i2;
wire [WIDTH:0] X_H,Y_H,Z_H;
ResetLogic RL(reset,clk,reset1,reset2,reset3,complete);
recon linear(clk,reset1,1'b0,1'b0,Xo, Yo ,Zo,Xout , Yout , Zout, i1);
latch l1(Xout,Yout,Zout, i1,clk,reset1,X_H,Y_H,Z_H,af_en);
recon hyperbolic(clk,reset2,1'b1,1'b0,X_H,Y_H,Z_H,Cos_H,Sin_H,Z,i2);
endmodule
`timescale 1ns / 1ps
module rom#(parameter WIDTH = 15)(
input clk,
input sel ,
input [3:0] i,
output [WIDTH:0] rom_out
    );
 reg [WIDTH:0] rom_mem [0:19] ;
 initial begin
 rom_mem[0] =  16'b0000010000000000;
 rom_mem[1] =  16'b0000001000000000;
 rom_mem[2] =  16'b0000000100000000;
 rom_mem[3] =  16'b0000000010000000;
 rom_mem[4] =  16'b0000000001000000;
 rom_mem[5] =  16'b0000000000100000;
 rom_mem[6] =  16'b0000000000010000;
 rom_mem[7] =  16'b0000000000001000;
 rom_mem[8] =  16'b0000000000000100;
 rom_mem[9] =  16'b0000000000000010;
 rom_mem[10] =  16'b0000001000110010;
 rom_mem[11] =  16'b0000000100000110;
 rom_mem[12] =  16'b0000000010000001;
 rom_mem[13] =  16'b0000000001000000;
 rom_mem[14] =  16'b0000000000100000;
 rom_mem[15] =  16'b0000000000010000;
 rom_mem[16] =  16'b0000000000001000;
 rom_mem[17] =  16'b0000000000000100;
 rom_mem[18] =  16'b0000000000000010;
 rom_mem[19] =  16'b0000000000000001;
 end   
 assign rom_out = sel?rom_mem[i+9]:rom_mem[i-1];
endmodule
`timescale 1ns / 1ps
module shifter#(parameter WIDTH = 15)(
input signed [WIDTH:0] a,
output signed [WIDTH:0] b,
input m , 
input [3:0] i
);
assign b = m? (a)>>>i :((i!=0)?(a)>>>(i-1):a);
endmodule
`timescale 1ns / 1ps
module ResetLogic#(parameter WIDTH=15 )(
input ext_reset,
input clk,
output reg reset1,reset2,reset3,complete
);
reg [4:0] counter;
always@(posedge clk)begin
    if(ext_reset) begin
        reset1=1;
        reset2=1;
        reset3 =1;
        complete = 0;
        counter=0;
    end
    else if(counter==0)begin
        counter=counter+1;
        reset1=0;
    end
    else if(counter==10) begin
        reset2=0;
        counter = counter + 1;
    end
    else if (counter == 20) begin 
        reset3 = 0;
        counter = counter + 1;
    end
    else if(counter ==30) begin
        complete = 1;
    end
    else if(counter <31) begin 
        counter = counter + 1;
    end
end
endmodule
`timescale 1ns / 1ps
module add_sub #(parameter WIDTH = 15)(
input signed [WIDTH:0] a,b,
input sel, 
output signed [WIDTH:0] out
);
wire [WIDTH+1:0] sum;
assign sum = sel?a-b:a+b;
assign out = {sum[WIDTH+1],sum[WIDTH-1:0]};
endmodule
==> reports/qor.json <==
{
  "floorplan": {
    "die_w_um": 216.7,
    "fp-row-count": 78,
    "design.portCount": 117,
    "floorplan.initialDensity_pct": 30.47,
    "core_area_sq_mm": 0.04538,
    "die_h_um": 216.7,
    "die-area_sq_mm": 0.04696
  },
  "job": {
    "openroad.warnings": 129,
    "cap_violations": 0
  },
  "worst_setup_path": {
    "worst_setup_path_start_kind": "input port",
    "crit_required_ps": 13350,
    "ff_to_ff_path_depth": 20,
    "timing.critical_path.fanout_max": 6,
    "critPathArrivalTime_ps": 10350,
    "worstSetupPathType": "input port to flip-flop",
    "end_kind": "flip-flop"
  },
  "yosys": {
    "yosysWarnings": 11,
    "postSynthAreaPerCell_sq_um": 8.681,
    "synth_seq_share_pct": 26.92,
    "async_reset_ff_share_pct": 0,
    "synth-seq-cells": 138,
    "netlist_area_sq_mm": 0.01383,
    "synth-cells-yosys": 1593,
    "flop_cell": "sky130_fd_sc_hd__edfxtp_1",
    "synth_dominant_cell_count": "sky130_fd_sc_hd__nand2_1",
    "netlist_instances": 1593,
    "ys_chip_area_sq_mm": 0.01383,
    "synth_top_cell_by_area": "sky130_fd_sc_hd__edfxtp_1",
    "top_cells_by_count": "158 x sky130_fd_sc_hd__nand2_1, 135 x sky130_fd_sc_hd__nor2_1, 110 x sky130_fd_sc_hd__a21oi_1",
    "synth_largest_type_area_fraction_pct": 20.85,
    "yosysUniqueCellTypes": 87,
    "top_cells_by_area_synth": "sky130_fd_sc_hd__edfxtp_1 21%, sky130_fd_sc_hd__ha_1 8.6%, sky130_fd_sc_hd__dfxtp_1 6.1%",
    "synth-edff-count": 96
  },
  "clock_tree": {
    "ctsLongestPathBuffers": 2,
    "holdBufCountCts": 0,
    "htreeDepth": 4,
    "worstSkewPairLatency_ps": 480,
    "cts_buffers": 17,
    "clk_transition_reported_paths_ps": 70,
    "tritoncts_num_sinks": 138,
    "cts.repair.resized": 0,
    "cts.repair_timing.setup_buffer_count": 0,
    "ctsRootBufferMaster": "sky130_fd_sc_hd__clkbuf_16",
    "cts_tree": "done"
  },
  "pwr": {
    "total_leakage_power_nw": 6.598,
    "highest_ir_drop_seen_on_vdd_uv": 35.52,
    "power_density_mw_per_mm2": 58.28
  },
  "finish": {
    "post_route_cells_drive_above_1_share_pct": 10.94,
    "synthToLayoutAreaGrowth_pct": 19.07
  },
  "final_timing": {
    "hold_viol_final": 0,
    "worst_pin_slew_ps": 816.4,
    "setup-violations-final": 0,
    "clock_skew_ps": 40.29,
    "fin_setup_tns_ps": 0,
    "timing.max_slew.rel_slack_pct": 45.07,
    "worst_setup_slack_after_layout_ps": 3002,
    "drv_slew": 0,
    "rsz_0062_raised_after_global_routing": "no"
  },
  "min_path": {
    "worst_hold_path_depth": 1,
    "worstHoldPathType": "flip-flop to flip-flop"
  },
  "drt": {
    "drtAntennaViolNets": 0,
    "via_per_inst": 5.310,
    "diodes": 0,
    "firstDrtPassIters": 5,
    "drt_iter0_drc": 788,
    "wl_um": 40920,
    "route.detailed.wl_per_inst_um": 17.24,
    "detail_route.drc_violations": 0,
    "routed-via-count": 12600
  },
  "run_status": {
    "run_status": "complete, no violations"
  },
  "placed_design": {
    "portBuffers": 116,
    "routabilityCongestion": 0.9241,
    "hpwl_um": 30840,
    "dp_worst_setup_slack_ps": 2525
  },
  "grt": {
    "pin_count_of_the_biggest_net_entering_global_routing": 53,
    "grt_antenna_before_repair": 1,
    "track_usage_pct": 17.80,
    "global_route_wire_length_before_repair_um": 64520,
    "number_of_global_route_vias_before_repair": 11900,
    "grt_overflow_total": 0
  }
}
[worst max-delay path: stages]
cell	delay (ps)
sky130_fd_sc_hd__clkdlybuf4s50_1	440
sky130_fd_sc_hd__mux4_1	520
sky130_fd_sc_hd__mux2_2	300
sky130_fd_sc_hd__nor2_1	170
sky130_fd_sc_hd__nor3_1	80
sky130_fd_sc_hd__o32ai_1	640
sky130_fd_sc_hd__nand4_1	390
sky130_fd_sc_hd__o21ai_0	290
sky130_fd_sc_hd__xor2_1	100
sky130_fd_sc_hd__ha_1	240
sky130_fd_sc_hd__or3_1	380
sky130_fd_sc_hd__o211a_1	220
sky130_fd_sc_hd__o21a_1	180
sky130_fd_sc_hd__o21a_1	180
sky130_fd_sc_hd__nor4_1	230
sky130_fd_sc_hd__o41a_1	250
sky130_fd_sc_hd__o21ai_0	120
sky130_fd_sc_hd__xnor3_1	330
[routing by layer]
metal / vias to the layer above / GRT usage [%] / wire length (um)
met5: - / 0 / 16
met4: 2 / 4.601 / 971
met3: 51 / 4.057 / 2437
met2: 366 / 29.63 / 19940
met1: 5986 / 23.62 / 17560
li1: 6196 / - / -
[power breakdown]
group / leakage (nW) / internal [mW] / switching [mW]
Combinational: 4.59 / 0.165 / 0.196
Clock: 0.792 / 0.144 / 0.151
Sequential: 1.22 / 0.281 / 0.0237
Total: 6.60 / 0.589 / 0.371
[cells in the final DEF (no fill, tap or decap), drive strengths merged, types with 7 or more instances in the layout]
master and instances:
a211oi 17, and3 11, inv 181, clkbuf 17, nor4 12, a31oi 20
xor2 42, xnor2 75, nor2 135, mux4 34, clkdlybuf4s50 116, or2 9
or3 14, o21a 17, o2111ai 7, edfxtp 96, nor2b 21, a21oi 110
mux2i 49, o31a 7, ha 95, nand3 51, o31ai 12, nand2 158
nand2b 18, a21boi 9, buf 24, nand4 9, dfxtp 42, o21ai 88
mux2 76, a21o 18, o211ai 16, and2 37, nor3 48
[stage by stage]
stage	power (mW)	util [%]	hold slack [ps]	instances	area [sq um]
floorplan	0.5796	-	403.5	1593	13830
global placement	0.6850	34.28	440.0	2246	15550
detailed placement	0.6871	34.28	444.0	2246	15550
CTS	0.9750	36.29	460.2	2373	16470
global route	1.035	36.29	477.6	2373	16470
finish	0.9597	36.29	453.2	2373	16470
[state kept, by name, indices dropped and copies added, names as in the netlist]
name,cells
linear.ct.selmy,1
hyperbolic.ct.i,4
RL.counter,5
RL.complete,1
hyperbolic.dt.Xout,16
linear.ct.selmz,1
hyperbolic.ct.selmz,1
RL.reset2,1
l1.Z_H,16
linear.ct.start,1
linear.ct.selmx,1
hyperbolic.ct.selmy,1
hyperbolic.dt.Zout,16
linear.dt.Yout,16
RL.reset1,1
l1.X_H,1
RL.reset3,1
linear.dt.Zout,16
hyperbolic.ct.selmx,1
hyperbolic.ct.start,1
linear.dt.Xout,16
hyperbolic.dt.Yout,16
linear.ct.i,4
[cell families after synthesis]
kind of cell | after synthesis | share of synthesized area [%]
xor gates and xnor gates | 118 | 7.573
buffers and inverters | 164 | 4.840
DFF | 138 | 26.92
muxes | 159 | 15.38
and+or+nand+nor | 538 | 18.45
AOI/OAI and AO/OA | 376 | 17.52
adders and majority gates | 100 | 9.319
[layout make-up]
type	count	area, sq um
clock buffer	17	425.4
clock inverter	111	490.5
fill	4498	28910
inverter	76	285.3
multi-input combinational	1291	9448
sequential	138	3726
tap	600	750.7
timing repair buffer	140	1341
[path summary, 6_finish.rpt]
| path | from | endpoint | slack, ps |
|---|---|---|---|
| max reg2reg | linear.ct.i[0] | linear.dt.Yout[15] | 6310 |
| min | RL.reset3 | RL.reset3 | 450 |
| min reg2reg | RL.reset3 | RL.reset3 | 450 |
| max | Xo[11] | linear.dt.Yout[15] | 3000 |
Power is estimated from default activity; no workload was simulated.

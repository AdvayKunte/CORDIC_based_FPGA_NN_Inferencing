`flow/run.sh`:
```
#!/bin/bash
# OpenROAD 26Q1-2900-gdf79404cd8, Yosys 0.63+post, stock flow scripts
make -C /OpenROAD-flow-scripts/flow DESIGN_CONFIG=/design/flow/config.mk WORK_HOME=/design/flow/orfs finish
```
`flow/design.v`:
```
`timescale 1ns / 1ps
module uart_receiver(
    input clk_3125,
    input rx,
    output reg [15:0] rx_msg,
    output reg rx_complete
    );
reg [7:0] counter;
reg [7:0] rx1,rx2;
reg [7:0] temp;
reg [3:0] k;
reg part_temp;
initial begin
    rx_msg = 0;
    rx_complete = 0;
	 counter =0;
	 k=0;
	 state=0;
end
reg state;
always @( posedge clk_3125 ) begin
	counter <= counter +1;
	case (counter)
	8'd21: begin temp[7]<= rx;
			if (rx ==1)	k<=k+1;	
			end
	8'd35: begin temp[6]<= rx;
			if (rx ==1)	k<=k+1;	
			end
	8'd49: begin temp[5]<= rx;
			if (rx ==1)	k<=k+1;	
			end
	8'd63: begin temp[4]<= rx;
			if (rx ==1)	k<=k+1;	
			end
	8'd77: begin temp[3]<= rx;
			if (rx ==1)	k<=k+1;	
			end
	8'd91: begin temp[2]<= rx;
			if (rx ==1)	k<=k+1;	
			end
	8'd105: begin temp[1]<= rx;
			if (rx ==1)	k<=k+1;	
			end
	8'd119: begin temp[0]<= rx;
			if (rx ==1)	k<=k+1;	
			end
	8'd133: part_temp<= rx;
	8'd154: begin
	if(state==0) begin 
            if ((k%2 == 0) & (part_temp ==0)) rx1 <= temp;
            else if ((k%2 != 0) & (part_temp ==1)) rx1<= temp;
            else rx1 = 8'b00111111 ;
            state<=state+1;
            counter <=1;
            k<=0;
	end
	else if(state==1) begin
	if ((k%2 == 0) & (part_temp ==0)) rx2 <= temp;
            else if ((k%2 != 0) & (part_temp ==1)) rx2<= temp;
            else rx2 = 8'b00111111 ;
            state<=0;
            rx_complete <=1'b1;
	end
	counter <=1;
	k<=0;
	end
	default:rx_complete <=1'b0 ;
	endcase
	rx_msg<={rx1,rx2};
end
endmodule	
```
`flow/config.mk`:
```
export PLATFORM = sky130hd
export DESIGN_NAME = uart_receiver
export DESIGN_NICKNAME = uart_receiver
export VERILOG_FILES = /design/flow/design.v
export SDC_FILE = /design/flow/constraint.sdc
export NUM_CORES = 4
export LEC_CHECK = 1
export CORE_UTILIZATION = 40
```
`flow/constraint.sdc`:
```
current_design uart_receiver

set clk_period 4.7
set clk_io_pct 0.2

create_clock -name clk0 -period $clk_period [get_ports {clk_3125}]

set non_clock_inputs [all_inputs -no_clocks]
set_input_delay [expr $clk_period * $clk_io_pct] -clock clk0 $non_clock_inputs
set_output_delay [expr $clk_period * $clk_io_pct] -clock clk0 [all_outputs]
```
==> Changelog: implementation <==
## Flow update

* Outcome: completed
* Top Layout Cells: 40 x dfxtp_1, 18 x clkdlybuf4s50_1, 12 x mux2_1, 12 x edfxtp_1, 10 x nand2_1
* Netlist Area Pre-Place at 0.00188 mm^2
* CP top delay family: buffers and inverters
* Most common cell after layout, fill and taps aside: dfxtp_1
* Hold Path Depth at 1
* Reg-to-reg endpoint: k[0]
* Met3 wire len at 97 um
* Util after Layout at 49.7%
* Filler Cells Inserted at 383
* Asr flop ratio synth at 0%
* Synth Instances at 150
* Share of cells above drive strength 1 at 6.47%
* # diodes at 0
* H-tree levels at 2
* Slew @ Worst Pin at 0.630 ns
* CP bufs+invs at 1
* Largest net degree at the start of global routing at 17
* Hold buffers post-CTS at 0
* Comb area at 679 um^2
* Post-CTS setup buffers at 0
* Post-synth seq share at 61.6%
* Hold Crit Class: reg -> reg
* Slowest-stage cell, CP: clkdlybuf4s50_1
* Worst Hold End: rx_msg[11]
* Max VDD drop at 0.154 mV
* Antenna violations before repair at 0
* Power share of the combinational group at 0.2%
* PortBufs at 18
* Post-synthesis to final-layout area growth at 17.1%
* Clock Path Buffers at 2
* Sequential share of power at 62.0%
* Initial drt markers at 35
* WL per Instance at 12.4 um
* Die W at 70.6 um
* RSZ-0062 raised after global routing: false
* DR pass1 iterations at 20
* Worst path cell trace: clkdlybuf4s50_1
* CTS tree: done
* EDFF count, synth at 12
* Cell row count at 24
* Avg Cell Area, Syn at 12.6 um^2
* CTS Sinks at 52
* Critical Path End Type: output pin
* Tot GR Track Use at 12.8%
* R2r worst-path depth at 5
* Ys flops at 52
* Pwr/cell area at 333 mW/mm^2
* Fmax at 493 MHz
* Crit-path max cell delay at 0.45 ns
* DR vias/cell at 5.06
* Final hold violations at 0
* DR DRC count at 0
* Ys cells at 150
* RR Startpoint: counter[0]
* R2R setup slack at 2.83 ns
* Vias in the first global route at 1086
* # placed instances at 214
* HP Start: rx1[3]
* Root Driver: clkbuf_8
* Dominant flop cell: dfxtp_1
* Layout Skew at 0.00676 ns
* Core Density at Floorplan at 42.4%
* Antenna Violating Nets Remaining at 0
* Max capacitance violation total at 0
* Number of buffers created by CTS at 5
* Global-route wire length before repair at 4.97 mm
* GP Congestion at 0.876
* Tool warnings at 27
* CP Max Fanout at 1
* Fin cells at 222
* Chip Area, Yosys at 0.00188 mm^2
* Clock transition at path regs at 0.09 ns
* Grt total ovfl at 0
* Crit share post-route at 43.2%
* Final slew viol count at 0
* P_sw at 0.139 mW
* Sequential Area at 0.00116 mm^2
* Chip footprint at 0.00499 mm^2
* Met1 wire length at 1.32 mm
* Post-cts repair resize count at 0
* Final Routed Wirelength at 2.76 mm
* Setup TNS at 0 ns
* Sw frac at 18.9%
* Synth cell types at 39
* CP required at 3.76 ns
* CP arrival at 1.09 ns
* Slew margin rel. at 57.7%
* Wire length on met2 at 1.27 mm
* Insertion Delay late pin at 0.30 ns
* Synth warnings at 1
* Die y size at 70.6 um
* Top sig layer: met4
* Final setup fails at 0
* Leak at 0.819 nW
* Pwr Total at 0.735 mW
* Setup crit start kind: register
* Tmin final at 2.03 ns
* Total number of vias at 1123
* Clock group share of total power at 37.7%
* Crit Path Class: reg -> out
* HPWL after DPL at 1.91 mm
* Core area at 0.00444 mm^2
* P_int at 0.596 mW
* Top Ports at 19
[worst max-delay path by stage]
stage,startpoint,depth (start not counted),slack [ns],endpoint
after CTS,rx_complete,1,2.65,rx_complete
after global routing,rx_complete,1,2.63,rx_complete
final,rx_complete,1,2.67,rx_complete
[cells in the mapped netlist (2+ instances only)]
cell type  count  area share (%)
mux2_1        12             7.2
nand4_1        2            0.66
dfxtp_1       40              42
nor4bb_1       3             1.6
inv_1          4            0.80
buf_2          5             1.3
nor2_1         7             1.4
nand3_1        3            0.80
and4b_1        2             1.1
xnor2_1        4             1.9
nor4_1         2            0.66
o21ai_1        2            0.53
o21ai_0        4             1.1
nand4_4        2             2.3
ha_1           3             2.0
and2_1         2            0.66
xor2_1         3             1.4
nand2_1       10             2.0
nand2b_1       8             2.7
edfxtp_1      12              19
and4_1         2            0.93
[metal layers]
metal	up-vias	track usage [%]
li1	569	-
met2	16	20.6
met4	0	2.89
met3	8	3.18
met1	530	18.4
met5	-	0
[flip-flops by register name (all words and copies together) (netlist names)]
signal / count
rx_msg: 16
counter: 8
rx1: 8
rx2: 8
temp: 8
k: 1
part_temp: 1
rx_complete: 1
state: 1
[kinds of logic (layout without fill, tap and decap cells)]
| family | count (synthesis) | count (layout) | synth area share, % |
|---|---|---|---|
| mux | 12 | 12 | 7.17 |
| fa+ha+maj | 3 | 3 | 1.99 |
| compound gates | 13 | 13 | 4.45 |
| flops | 52 | 52 | 61.6 |
| simple gates | 53 | 53 | 19.2 |
| buf+inv | 10 | 30 | 2.32 |
| xor+xnor | 7 | 7 | 3.25 |
[final cells by class]
| type | instances | share of cell area (%) |
|---|---|---|
| sequential | 52 | 52.6 |
| multi-input combinational | 88 | 30.8 |
| timing repair buffer | 18 | 8.16 |
| clock buffer | 7 | 4.42 |
| tap | 52 | 2.95 |
| inverter | 4 | 0.680 |
| clock inverter | 1 | 0.397 |
[power by group through the flow]
stage,Clock [mW],Sequential [mW],Combinational (mW)
4_1_cts,0.289,0.456,0.00189
6_report,0.277,0.456,0.00182
5_1_grt,0.308,0.456,0.00201
[through the flow]
step | instance area (um^2) | hold WS (ns) | setup slack, ns
floorplan | 1880 | 0.423 | 2.96
global placement | 2100 | 0.433 | 2.66
detailed placement | 2100 | 0.450 | 2.64
CTS | 2210 | 0.467 | 2.65
global route | 2210 | 0.489 | 2.63
finish | 2210 | 0.462 | 2.67
Power figures rest on the tool's default switching activity, not on a simulated workload.
